==> flow/design.v <==
`timescale 1ns / 1ps
module rUSt_register #(
    parameter Kyber_Security = 3   
)(
    input write_enable,
    input read_enable,
    input [7:0] i,
    input [2:0] inner_loop,
    input clk,
    input [15:0] data_in,
    output reg [15:0] data_out
);
    reg [15:0] U [Kyber_Security - 1:0][255:0];
    always @(posedge clk)
    begin
      if(write_enable == 1'b1)
      begin
        U[inner_loop][i] <= data_in;
      end
      else if(read_enable == 1'b1)
      begin
        data_out <= U[inner_loop][i];
      end
    end
endmodule
==> flow/run.sh <==
#!/bin/bash
# OpenROAD 26Q1-2900-gdf79404cd8, Yosys 0.63+post, stock flow scripts
make -C /OpenROAD-flow-scripts/flow DESIGN_CONFIG=/design/flow/config.mk WORK_HOME=/design/flow/orfs finish
==> flow/config.mk <==
export PLATFORM = sky130hd
export DESIGN_NAME = rUSt_register
export DESIGN_NICKNAME = rUSt_register
export VERILOG_FILES = /design/flow/design.v
export SDC_FILE = /design/flow/constraint.sdc
export NUM_CORES = 4
export LEC_CHECK = 1
export CORE_UTILIZATION = 50
export SYNTH_MEMORY_MAX_BITS = 65536
==> flow/constraint.sdc <==
current_design rUSt_register

set clk_period 50.7
set clk_io_pct 0.2

create_clock -name clk0 -period $clk_period [get_ports {clk}]

set non_clock_inputs [all_inputs -no_clocks]
set_input_delay [expr $clk_period * $clk_io_pct] -clock clk0 $non_clock_inputs
set_output_delay [expr $clk_period * $clk_io_pct] -clock clk0 [all_outputs]
==> flow_metrics.env <==
# implementation run metrics
export IMPL_firstDrtPassIters=6
export IMPL_setup_slack_ns=33.79
export IMPL_top_cells_by_count="edfxtp_1, mux2i_1, mux4_2"
export IMPL_final_cells=38500
export IMPL_preCtsSetupSlack_ns=32.68
export IMPL_dp_hpwl_um=946000
export IMPL_pwr_density_cell_nw_per_um2=39.5
export IMPL_cts_max_level=7
export IMPL_r2r_cells=8
export IMPL_multiInputGateArea_um2=95400
export IMPL_worstMarginPinSlew_ns=1.41
export IMPL_ios=46
export IMPL_ys_seq_share_pct=78.5
export IMPL_synthCells=23100
export IMPL_yosysTopAreaCell="edfxtp_1"
export IMPL_maxCapViolations=0
export IMPL_die_w_um=972
export IMPL_finalSetupTns_ns=0
export IMPL_clock_skew_ns=0.0772
export IMPL_grt_pass1_wl_um=2110000
export IMPL_post_cts_resized=0
export IMPL_synthTopCellsByArea="edfxtp_1, mux4_2, mux2i_1"
export IMPL_cts_max_path_buffers=5
export IMPL_rsz0062_at_grt="no"
export IMPL_slew_headroom_pct=5.82
export IMPL_min_path_type="reg2reg"
export IMPL_worstPathArrival_ns=17.70
export IMPL_clkTransAtPathRegs_ns=0.06
export IMPL_async_reset_ff_share_pct=0
export IMPL_grt_pass1_vias=258000
export IMPL_yosysWarnings=1
export IMPL_grt_max_degree=135
export IMPL_grt_ovfl_total=0
export IMPL_finalClockPeriodUsage_pct=33.4
export IMPL_drt_iter0_markers=18000
export IMPL_drive_gt1_share_pct=21.7
export IMPL_r2r_setup_slack_ns=46.36
export IMPL_edf_count=12300
export IMPL_required_ns=51.49
export IMPL_min_delay_path_depth=5
export IMPL_numCtsBuffers=1266
export IMPL_io_buffers=44
export IMPL_fillers=67700
export IMPL_critPathCaptureType="flop"
export IMPL_routabilityCongestion=0.941
export IMPL_cp_max_fo=87
export IMPL_syn2layout_area_growth_pct=13.7
export IMPL_cts_hold_buffers=0
export IMPL_die_area_um2=945000
export IMPL_crit_type="in2reg"
export IMPL_grt_use_total_pct=37.4
export IMPL_cts_tree="yes"
export IMPL_fmax_mhz=59.1
export IMPL_ys_cells=23100
export IMPL_peakVddDrop_uv=29.5
export IMPL_ys_flops=12300
export IMPL_hp_start="U[722][11]"
export IMPL_flop_area_um2=369000
export IMPL_ant_nets=0
export IMPL_critPathLaunchType="primary input"
export IMPL_syn_area_per_cell_um2=20.4
export IMPL_outcome="finished clean"
export IMPL_hold_viol_final=0
export IMPL_vias=245000
export IMPL_period_needed_ns=16.91
export IMPL_drt_vias_per_instance=6.37
export IMPL_min_to="data_out[11]"
export IMPL_fp_util_pct=50.1
export IMPL_reg2reg_from="U[415][4]"
export IMPL_ys_flop_type="edfxtp_1"
export IMPL_clock_latency_ns=1.17
export IMPL_log_warning_count=66
export IMPL_yosys_stat_area_um2=471000
export IMPL_post_drt_wl_per_cell_um=40.5
export IMPL_final_util_pct=57.0
export IMPL_syn_area_um2=471000
export IMPL_synth_cell_type_count=73
export IMPL_r2r_end="data_out[4]"
export IMPL_rows=356
export IMPL_wl_um=1560000
export IMPL_cts_setup_buffers=0
export IMPL_final_max_slew_viol_count=0
export IMPL_antenna_found_initial=149
export IMPL_finalSetupViolCount=0
export IMPL_clockRootBuffer="clkbuf_16"
export IMPL_drc=0
export IMPL_clkSinkCount=12300
export IMPL_core_area_um2=939000
export IMPL_fp_dieH_um=972
export IMPL_synth_most_common_cell="edfxtp_1"
export IMPL_p_leak_nw=175
export IMPL_top_area_share_pct=78.5
export IMPL_dp_cells=36100
[worst max-delay path by stage]
| stage | endpoint | cells after the start | startpoint | slack, ns |
|---|---|---|---|---|
| finish | data_out[5] | 16 | i[1] | 33.79 |
| CTS | data_out[6] | 17 | i[0] | 33.88 |
| global route | data_out[13] | 15 | i[0] | 33.38 |
[flip-flops by register name, indices dropped and copies added (netlist names)]
register,cells
data_out,16
U,12288
[per-stage QoR]
step                power (mW)  hold WS, ns  instance area (µm²)
floorplan                 11.9        0.830               471000
global placement          12.5         1.08               495000
detailed placement        12.5         1.06               495000
CTS                       21.2         1.07               534000
global route              21.6         1.12               535000
finish                    21.1         1.07               535000
[worst max-delay path, cell delays in order]
cell and delay (ns):
buf_16 0.25, buf_4 0.65, buf_4 0.49, buf_4 0.57, buf_4 0.57, buf_12 0.48, buf_4 0.75, buf_4 0.70
mux2i_1 0.32, o22ai_1 0.12, nor4_1 0.44, nand2_1 0.28, mux4_2 0.70, o221ai_1 0.26, buf_4 0.24, o311ai_1 0.28
[cells in the final DEF, fill, tap and decap left out, types with 191 or more instances in the layout]
cell type,n
edfxtp_1,12300
mux2i_1,3160
buf_4,1766
mux4_2,1589
o22ai_1,1377
clkbuf_16,1280
nor2_1,766
nor2_2,344
a22oi_1,332
clkbuf_1,305
clkinv_1,293
nand2_1,271
nor4_1,244
clkinv_2,201
diode_2,193
o21ai_0,191
[report_power, final]
part / internal (mW) / switching [mW] / total [mW]
Combinational: 0.303 / 0.775 / 1.08
Clock: 4.96 / 3.90 / 8.86
Sequential: 11.2 / 0.00576 / 11.2
[cell families (layout without fill, tap and decap cells)]
kind of cell	after synthesis	count (layout)	share of synthesized area, %
compound gates	2555	2555	3.59
fa+ha+maj	3	3	0.00798
buf+inv	1427	4112	1.55
flops	12300	12300	78.5
mux	4801	4801	14.5
other cells	0	193	0
simple gates	2018	2018	1.89
[metal layers]
layer	up-vias	global-route usage, %	part of all wire (%)
met4	299	16.8	6.0
met1	122000	41.3	27
met3	3628	35.1	22
met5	-	8.57	0.62
li1	99700	-	-
met2	19500	49.0	44
[area by class of cell]
type | count | area share (%)
repair buffers | 1857 | 2.76
well taps | 12500 | 2.93
diodes | 193 | 0.0903
clock inverters | 661 | 1.08
clock buffers | 1585 | 6.20
flip-flops and latches | 12300 | 69.1
inverters | 9 | 0.0133
multi-input cells | 9377 | 17.8
Power and IR drop assume default switching activity.
